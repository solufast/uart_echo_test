`./config.mk`:
```
export PLATFORM = sky130hd
export DESIGN_NAME = uart_interface
export DESIGN_NICKNAME = uart_interface
export VERILOG_FILES = /design/flow/design.v
export SDC_FILE = /design/flow/constraint.sdc
export NUM_CORES = 4
export LEC_CHECK = 1
export CORE_UTILIZATION = 40
```
`./constraint.sdc`:
```
current_design uart_interface

set clk_period 2.7
set clk_io_pct 0.2

create_clock -name clk0 -period $clk_period [get_ports {clk}]

set non_clock_inputs [all_inputs -no_clocks]
set_input_delay [expr $clk_period * $clk_io_pct] -clock clk0 $non_clock_inputs
set_output_delay [expr $clk_period * $clk_io_pct] -clock clk0 [all_outputs]
```
`./design.v`:
```
`timescale 1ns / 10ps
module baud_rate_generator #(
    parameter integer CLOCK_RATE = 200_000_000,    
    parameter integer BAUD_RATE  = 9600,           
    parameter integer OVERSAMPLE = 16,             
    parameter INITIAL_POLARITY   = 1'b0            
)(
    input  wire clk,            
    input  wire rst_n,          
    output reg  baud_clk,       
    input  wire restart_baud_clk
);
    localparam integer BAUD_PERIOD_COUNTER = CLOCK_RATE / (2 * OVERSAMPLE * BAUD_RATE);
    reg [31:0] counter = 0;
    always @(posedge clk or negedge rst_n) begin
        if (!rst_n) begin
            counter  <= 0;
            baud_clk <= INITIAL_POLARITY;
        end else begin
            if(restart_baud_clk) begin
                counter  <= 0;
                baud_clk <= INITIAL_POLARITY;
            end else begin
                if (counter >= BAUD_PERIOD_COUNTER - 1) begin
                    counter  <= 0;
                    baud_clk <= ~baud_clk;  
                end else begin
                    counter <= counter + 1;
                end
            end
        end
    end
endmodule
`timescale  1 ns / 10 ps
module debounce #(
    parameter COUNTER_WIDTH = 23    
)(
    input wire clk,                 
    input wire reset_n,             
    input wire signal_in,           
    output reg signal_out           
);
    reg [COUNTER_WIDTH-1:0] counter;   
    reg signal_sync_r;                 
    always @(posedge clk or negedge reset_n) begin
        if (!reset_n) begin
            signal_out <= 0;           
            counter <= 0;              
            signal_sync_r <= 0;        
        end else begin
            if (signal_in != signal_sync_r) begin
                counter <= 0;          
                signal_sync_r <= signal_in;   
            end else if (counter == {COUNTER_WIDTH{1'b1}}) begin
                signal_out <= signal_sync_r;  
            end else begin
                counter <= counter + 1;       
            end
        end
    end
endmodule
`timescale 1ns / 10ps
module uart_interface #(
    parameter integer CLOCK_RATE = 200_000_000,   
    parameter integer BAUD_RATE = 9600            
)(
    input  wire       clk,                 
    input  wire       rst_n,               
    input  wire       tx_start,            
    input  wire [7:0] tx_data_in,          
    input  wire       rx_serial_in,        
    input  wire       db_rx_serial_in,     
    input  wire       parity_en,           
    input  wire       parity_mode,         
    input  wire       stop_bits,           
    input  wire       break_signal,        
    output wire       tx_serial_out,       
    output wire [7:0] rx_data_out,         
    output wire       rx_ready,            
    output wire       parity_error,        
    output wire       tx_busy              
);
    wire rx_baud_clk;
    wire tx_baud_clk;
    uart_tx #(
        .CLOCK_RATE(CLOCK_RATE),
        .BAUD_RATE (BAUD_RATE )
    )i_uart_tx (
        .clk(clk),                          
        .rst_n(rst_n),                      
        .tx_start(tx_start),                
        .tx_data_in(tx_data_in),            
        .parity_en(parity_en),              
        .parity_mode(parity_mode),          
        .tx_serial(tx_serial_out),          
        .tx_busy(tx_busy)                   
    );
    uart_rx  #(
        .CLOCK_RATE(CLOCK_RATE),
        .BAUD_RATE (BAUD_RATE )
    )i_uart_rx (
        .clk(clk),                          
        .rst_n(rst_n),                      
        .rx_serial(rx_serial_in),           
        .db_rx_serial(db_rx_serial_in),     
        .parity_en(parity_en),              
        .parity_mode(parity_mode),          
        .data_out(rx_data_out),             
        .rx_ready(rx_ready),                
        .parity_error(parity_error)         
    );
endmodule
module uart_rx #(
    parameter integer CLOCK_RATE = 200_000_000,
    parameter integer BAUD_RATE  = 9600
)(
    input  wire       clk,            
    input  wire       rst_n,          
    input  wire       rx_serial,      
    input  wire       db_rx_serial,   
    input  wire       parity_en,      
    input  wire       parity_mode,    
    output reg [7:0]  data_out,       
    output reg        rx_ready,       
    output reg        frame_error,    
    output reg        parity_error    
);
    wire rx_serial_db;
    wire rx_serial_filtered;
    wire       baud_clk;
    reg        restart_baud_clk;
    localparam IDLE       = 3'b000;
    localparam START_BIT  = 3'b001;
    localparam DATA_BITS  = 3'b010;
    localparam PARITY_BIT = 3'b011;
    localparam STOP_BIT   = 3'b100;
    reg [2:0]  state;                
    reg [3:0]  bit_index;            
    reg [7:0]  shift_reg;            
    reg        calculated_parity;    
    reg        parity_bit_sampled;   
    reg [3:0]  rx_index_counter;     
    reg [4:0]  sample_counter;       
    debounce #(
        .COUNTER_WIDTH(10)  
    ) i_rx_serial_db (
        .clk        (clk),         
        .reset_n    (rst_n),       
        .signal_in  (rx_serial),   
        .signal_out (rx_serial_db) 
    );
    assign rx_serial_filtered = db_rx_serial ? rx_serial_db : rx_serial;
    baud_rate_generator #(
      .CLOCK_RATE(CLOCK_RATE),       
      .BAUD_RATE(BAUD_RATE),         
      .OVERSAMPLE(16),               
      .INITIAL_POLARITY(1'b0)
    )i_baud_clk_gen(
        .clk(clk),                           
        .rst_n(rst_n),                       
        .baud_clk(baud_clk),                 
        .restart_baud_clk(restart_baud_clk)  
    );
    reg baud_clk_reg;                 
    reg rx_serial_filtered_reg;       
    always @(posedge clk or negedge rst_n) begin
        if (!rst_n) begin
            baud_clk_reg <= 0;
            rx_serial_filtered_reg <= 0;
        end else begin
            baud_clk_reg <= baud_clk;
            rx_serial_filtered_reg <= rx_serial_filtered;
        end
    end
    wire baud_clk_rising = ~baud_clk_reg & baud_clk;         
    wire start_bit_detected = rx_serial_filtered_reg & ~rx_serial_filtered;   
    always @(posedge clk or negedge rst_n) begin
        if (!rst_n) begin
            state              <= IDLE;
            bit_index          <= 0;
            shift_reg          <= 0;
            calculated_parity  <= 0;
            rx_ready           <= 0;
            frame_error        <= 0;
            parity_error       <= 0;
            rx_index_counter   <= 0;
            data_out           <= 0;
            parity_bit_sampled <= 0;
            sample_counter     <= 0;
        end else begin
            rx_ready <= 0;  
            restart_baud_clk <= 0;
            case (state)
                IDLE: begin
                    frame_error        <= 0;
                    parity_error       <= 0;
                    rx_index_counter   <= 0;
                    bit_index          <= 0;
                    calculated_parity  <= 0;
                    shift_reg          <= 0;
                    parity_bit_sampled <= 0;
                    sample_counter     <= 0;
                    if (start_bit_detected) begin   
                        state          <= START_BIT;
                        restart_baud_clk <= 1;
                    end
                end
                START_BIT: begin
                    if(baud_clk_rising) begin
                        sample_counter <= sample_counter + rx_serial_filtered;
                        if (rx_index_counter <= 8 && sample_counter >= 4) begin
                            state <= IDLE;
                        end
                        if (rx_index_counter == 4'b1111) begin  
                            if (sample_counter <= 8) begin  
                                state <= DATA_BITS;
                            end else begin  
                                state <= IDLE;
                            end
                            rx_index_counter <= 0;
                            sample_counter <= 0;
                        end else begin
                            rx_index_counter <= rx_index_counter + 1;
                        end
                    end
                end
                DATA_BITS: begin
                    if(baud_clk_rising) begin
                        sample_counter <= sample_counter + rx_serial_filtered;
                        if (rx_index_counter == 4'b1111) begin  
                            if (sample_counter > 8) begin  
                                shift_reg[bit_index] <= 1;
                                calculated_parity <= calculated_parity ^ 1;
                            end else begin  
                                shift_reg[bit_index] <= 0; 
                                calculated_parity <= calculated_parity ^ 0;
                            end
                            sample_counter     <= 0;
                            rx_index_counter   <= 0;
                            bit_index          <= bit_index + 1;
                            if (bit_index == 7) begin  
                                if (parity_en) begin
                                    state <= PARITY_BIT;
                                end else begin
                                    state <= STOP_BIT;
                                    bit_index <= 0;
                                end
                            end
                        end else begin
                            rx_index_counter <= rx_index_counter + 1;
                        end
                    end
                end
                PARITY_BIT: begin
                    if(baud_clk_rising) begin
                        sample_counter <= sample_counter + rx_serial_filtered;
                        if (rx_index_counter == 4'b1111) begin  
                            parity_bit_sampled <= (sample_counter > 8) ? 1 : 0;
                            sample_counter     <= 0;
                            rx_index_counter   <= 0;
                            if ((parity_mode == 0 && (calculated_parity != parity_bit_sampled)) ||
                                (parity_mode == 1 && (calculated_parity == parity_bit_sampled))) begin
                                parity_error <= 1;
                            end
                            state <= STOP_BIT;
                        end else begin
                            rx_index_counter <= rx_index_counter + 1;
                        end
                    end
                end
                STOP_BIT: begin
                    if(baud_clk_rising) begin
                        sample_counter <= sample_counter + rx_serial_filtered;
                        if (start_bit_detected) begin
                            if (sample_counter <= (rx_index_counter >> 1)) frame_error <= 1;  
                            rx_ready <= 1;
                            data_out <= shift_reg;
                            state <= START_BIT;
                            restart_baud_clk <= 1;
                            sample_counter <= 0;
                            rx_index_counter <= 0;
                        end else if (rx_index_counter == 4'b1111) begin  
                            if (sample_counter <= 8) frame_error <= 1;  
                            rx_ready <= 1;
                            data_out <= shift_reg;
                            state <= IDLE;
                            sample_counter <= 0;
                            rx_index_counter <= 0;
                        end else begin
                            rx_index_counter <= rx_index_counter + 1;
                        end
                    end
                end
                default: state <= IDLE;
            endcase
        end
    end
endmodule
`timescale 1ns / 10ps
module uart_tx#(
    parameter integer CLOCK_RATE = 200_000_000,
    parameter integer BAUD_RATE  = 9600
)(
    input       clk,             
    input       rst_n,           
    input       tx_start,        
    input [7:0] tx_data_in,      
    input       parity_en,       
    input       parity_mode,     
    output reg  tx_serial,       
    output      tx_busy          
);
    wire       baud_clk;
    reg        restart_baud_clk;
    localparam IDLE         = 3'b000;
    localparam TX_START_BIT = 3'b001;
    localparam TX_DATA_BITS = 3'b010;
    localparam TX_PARITY_BIT= 3'b011;
    localparam TX_STOP_BIT  = 3'b100;
    reg [2:0]  state;                
    reg [7:0]  tx_data;              
    reg [3:0]  bit_index;            
    reg        parity_bit;           
    reg [3:0]  tx_index_counter;     
    baud_rate_generator #(
      .CLOCK_RATE(CLOCK_RATE),      
      .BAUD_RATE(BAUD_RATE),        
      .OVERSAMPLE(1),
      .INITIAL_POLARITY(1'b0)
    )i_baud_clk_gen(
        .clk(clk),                           
        .rst_n(rst_n),                       
        .baud_clk(baud_clk),                 
        .restart_baud_clk(restart_baud_clk)  
    );
    reg  baud_clk_reg;
    always @(posedge clk or negedge rst_n) begin
        if (!rst_n) begin
            baud_clk_reg  <= 0;
        end else begin
            baud_clk_reg  <= baud_clk;
        end
    end
    wire baud_clk_rising = ~baud_clk_reg & baud_clk;   
    reg tx_start_reg ;
    always @(posedge clk or negedge rst_n) begin
        if (!rst_n) begin
            tx_start_reg  <= 0;
        end else begin
            tx_start_reg  <= tx_start;
        end
    end
    wire tx_start_edge = ~tx_start_reg & tx_start;
    reg tx_start_flag;
    assign tx_busy = (state != IDLE);
    always @(posedge clk or negedge rst_n) begin
        if (!rst_n) begin
            state          <= IDLE;
            tx_serial      <= 1'b1;   
            bit_index      <= 0;
            tx_data        <= 0;
            parity_bit     <= 0;
            tx_start_flag  <= 0;
            tx_index_counter <= 0;
        end else begin
            if (tx_start_edge) begin
                tx_start_flag <= 1;
            end
            restart_baud_clk  <= 1'b0;
            case (state)
                IDLE: begin
                    tx_serial <= 1'b1;   
                    tx_index_counter <= 0;
                    if (tx_start_flag) begin
                        tx_start_flag    <= 0;   
                        tx_data          <= tx_data_in;
                        parity_bit       <= parity_en ? (parity_mode ? ~^tx_data_in : ^tx_data_in) : 1'b0;
                        state            <= TX_START_BIT;
                        bit_index        <= 0;
                        restart_baud_clk <= 1'b1;
                    end
                end
                TX_START_BIT: begin
                    if (baud_clk_rising) begin
                        tx_serial <= 1'b0;   
                        state     <= TX_DATA_BITS;
                        tx_index_counter <= tx_index_counter + 1;
                    end
                end
                TX_DATA_BITS: begin
                    if (baud_clk_rising) begin
                        tx_serial <= tx_data[bit_index];
                        tx_index_counter <= tx_index_counter + 1;
                        if (bit_index == 7) begin
                            bit_index <= 0;   
                            if (parity_en)
                                state <= TX_PARITY_BIT;
                            else
                                state <= TX_STOP_BIT;
                        end else begin
                            bit_index <= bit_index + 1;
                        end
                    end
                end
                TX_PARITY_BIT: begin
                    if (baud_clk_rising) begin
                        tx_serial        <= parity_bit;   
                        tx_index_counter <= tx_index_counter + 1;
                        state            <= TX_STOP_BIT;
                    end
                end
                TX_STOP_BIT: begin
                    if (baud_clk_rising) begin
                        tx_serial <= 1'b1;   
                        tx_index_counter <= tx_index_counter + 1;
                        state     <= IDLE;
                    end
                end
                default: state <= IDLE;
            endcase
        end
    end
endmodule
```
`./run.sh`:
```
#!/bin/bash
# OpenROAD 26Q1-2900-gdf79404cd8, Yosys 0.63+post, stock flow scripts
make -C /OpenROAD-flow-scripts/flow DESIGN_CONFIG=/design/flow/config.mk WORK_HOME=/design/flow/orfs finish
```
==> results.tsv <==
stage	metric	value	unit
sta	RSZ-0062 raised after global routing	false	
routing	routed via count	4196	
synthesis	xor+xnor area frac	0.0496	
synthesis	ys flop type	dfrtp_1	
clocking	TritonCTS clock tree	built	
setup_path	CP Cell Sequence	or3_1, clkdlybuf4s50_1	
synthesis	Post-synth EDFFs	2	
routing	# DRC	0	
global_routing	global route overflow	0	
setup_path	R2R cell count	4	
setup_path	CP peak stage delay	0.56	ns
synthesis	Synth Cell Area	0.00629	mm^2
power	Power Density	820	mW/mm^2
setup_path	Critical Path RT	2.16	ns
setup_path	Reg2Reg Launch Point	i_uart_rx.state[2]	
setup_path	Worst path slowest cell	dfrtp_1	
sta	Rel. slew slack	0.430	
final_layout	biggest regs	i_uart_rx.i_baud_clk_gen.counter (32), i_uart_tx.i_baud_clk_gen.counter (32), i_uart_rx.i_rx_serial_db.counter (10)	
global_routing	global-route wire length before repair	19700	um
clocking	Setup Buffers After CTS	0	
sta	worst hold slack	0.0268	ns
synthesis	Gate Count Post-Synth	563	
clocking	Clock Tree Buf Depth	2	
routing	Detailed Route Iter0 Violations	214	
synthesis	Adder-Cell Fraction of Synth Area	0.0295	
synthesis	Top-area cell share	0.541	
final_layout	Final Non-Filler Cells	855	
clocking	Post-CTS Hold Buffers	0	
setup_path	CP Max Fanout	18	
synthesis	cell count in the Yosys report	563	
synthesis	Synth Area in Simple Gates	0.170	
synthesis	Mux area share	0.0685	
synthesis	yosys aoi share	0.0906	
routing	DR vias/cell	4.91	
floorplan	CORE AREA	0.0153	mm^2
floorplan	Die Size	0.0162	mm^2
floorplan	die height	127	um
placement	I/O Buffers	26	
placement	placed cells	823	
synthesis	Unique masters post-synth	66	
clocking	Num CTS Buffers	17	
synthesis	syn avg cell area	11.2	um^2
sta	period utilization	0.890	
routing	antenna fix cells	0	
final_layout	Syn-to-layout area delta	19.1	%
clocking	clock sinks	140	
routing	Routed Antenna Nets	0	
min_path	min-delay worst type	primary input to async pin	
clocking	PostCTS Resize Cnt	0	
global_routing	vias in the first global route	4090	
clocking	htree depth	4	
sta	Post-Route Setup TNS	0	ns
synthesis	yosys stat area	0.00629	mm^2
placement	post-DP HPWL	7180	um
clocking	clk latency of the worst-skew pair	0.41	ns
routing	DR WL/cell	12.9	um
power	Lkg Pwr	3.27	nW
synthesis	sequential fraction of the synthesis area	0.559	
sta	Worst Max-Slew Pin Slew	0.832	ns
floorplan	chip width	127	um
setup_path	CP Capture Type	output pin	
final_layout	most frequent cells in the layout	dfrtp_1 (136), nor2_1 (44), conb_1 (40)	
synthesis	yosys warns	5	
synthesis	Dominant combinational family	simple AND/OR/NAND/NOR gates	
power	Pwr Total	6.14	mW
floorplan	Rows	45	
sta	Fin. Hold Viols	0	
routing	WL final	11100	um
sta	Max Slew Vio Count	0	
final_layout	Final Util	0.491	
sta	final period demand of the worst path	2.40	ns
global_routing	GRT Util Overall	0.154	
clocking	Clock transition at path regs	0.05	ns
setup_path	critical path arrival	1.86	ns
synthesis	Post-synth area hogs	dfrtp_1 (54%), mux2_2 (3.6%), ha_1 (2.8%)	
final_layout	share of layout cells above drive strength 1	0.113	
floorplan	FP Util	0.412	
sta	final setup skew	0.00497	ns
setup_path	Crit Reg-Reg Endpoint	i_uart_rx.sample_counter[4]	
setup_path	CP bufs+invs	1	
outcome	outcome	finished, final reports clean	
synthesis	largest area contributor in the netlist	dfrtp_1	
job	max cap viols	0	
global_routing	largest net degree at the start of global routing	45	
final_layout	most used logic cell in the final layout	dfrtp_1	
setup_path	critical path launch point type	flip-flop	
sta	Max Fclk	416	MHz
power	Peak VDD IR	476	uV
synthesis	Async S/R FF share, synth	0.986	
setup_path	critical path class	flip-flop to output pin	
synthesis	Post-synth regs	140	
placement	routability cong.	0.840	
floorplan	I/O pin cnt	29	
setup_path	R2R setup slack	0.55	ns
job	OpenROAD warning count	33	
global_routing	initial antenna violation count	0	
clocking	clk root buf	clkbuf_16	
setup_path	family with the most delay on the worst path	flip-flops	
routing	first drt pass iteration count	4	
sta	Setup-failing EPs final	0	
-- area by class of cell --
type	instances	area, um^2
timing repair buffer	34	322
clock buffer	24	482
tap	211	264
sequential	140	3520
clock inverter	8	90.1
fill	1303	7770
multi-input combinational	413	2720
inverter	25	93.8
-- worst register-to-register path, stage by stage (launching register included) --
cell and delay (ns):
dfrtp_1 0.59, nor4_4 0.34, mux2i_1 0.75, o21ai_0 0.25, a21oi_2 0.15
-- layer usage --
layer | track usage | share of wire | vias to the layer above
met4 | 0.0189 | 0.0099 | 0
met5 | 0 | 0 | -
li1 | - | - | 2099
met2 | 0.225 | 0.44 | 39
met1 | 0.257 | 0.52 | 2053
met3 | 0.0294 | 0.027 | 5
-- synthesized netlist by cell type, drive strengths merged, types with 3 or more instances --
library cell  count
or4               3
nor3             11
o21ai            22
nor4             12
ha               14
a21oi            22
o2111ai           4
inv              25
a21o              3
and2              4
nor2b             3
xor2             16
and4              5
mux2i            16
o41ai             5
xnor2            17
nand3            29
mux2             20
nor3b             3
o31ai             8
nor2             45
dfrtp           136
clkbuf           17
or3               9
o211ai            5
nand4            12
buf               7
and3              6
nand2b            7
nand2            39
-- cell families (layout without fill, tap and decap cells) --
logic type,after synthesis,in the layout
flops,140,140
fa+ha+maj,15,15
compound gates,85,85
simple gates,201,201
mux,38,38
buf+inv,49,91
xor+xnor,34,34
other cells,1,40
-- power breakdown --
part           switching, mW  leakage [nW]  total [mW]  internal, mW
combinational          0.571          1.20        1.13         0.557
clock                  0.817         0.288        2.24          1.42
sequential             0.370          1.79        2.77          2.40
total                   1.76          3.27        6.14          4.38
-- how the worst max path moves through the flow --
stage / startpoint / end / slack (ns) / cells past startpoint
6_report: i_uart_tx.state[1] / tx_busy / 0.30 / 2
5_1_grt: i_uart_tx.state[1] / tx_busy / 0.22 / 2
4_1_cts: i_uart_tx.state[1] / tx_busy / 0.28 / 2
-- metrics by stage --
| step | setup slack [ns] | cell area [um^2] |
|---|---|---|
| 2_1_floorplan | 0.791 | 6430 |
| 3_3_place_gp | 0.158 | 6910 |
| 3_5_place_dp | 0.134 | 6910 |
| 4_1_cts | 0.278 | 7480 |
| 5_1_grt | 0.216 | 7480 |
| 6_report | 0.298 | 7480 |
No activity file was given, so power comes from the tool's default toggle rates.
